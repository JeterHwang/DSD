## design/flow/run.sh

```bash
#!/bin/bash
# OpenROAD 26Q1-2900-gdf79404cd8, Yosys 0.63+post, stock flow scripts
make -C /OpenROAD-flow-scripts/flow DESIGN_CONFIG=/design/flow/config.mk WORK_HOME=/design/flow/orfs finish
```

## design/flow/config.mk

```make
export PLATFORM = sky130hd
export DESIGN_NAME = DFC
export DESIGN_NICKNAME = DFC
export VERILOG_FILES = /design/flow/design.v
export SDC_FILE = /design/flow/constraint.sdc
export NUM_CORES = 4
export LEC_CHECK = 1
export CORE_UTILIZATION = 30
```

## design/flow/constraint.sdc

```tcl
current_design DFC

set clk_period 3.4
set clk_io_pct 0.2

create_clock -name clk0 -period $clk_period [get_ports {clk}]

set non_clock_inputs [all_inputs -no_clocks]
set_input_delay [expr $clk_period * $clk_io_pct] -clock clk0 $non_clock_inputs
set_output_delay [expr $clk_period * $clk_io_pct] -clock clk0 [all_outputs]
```

## design/flow/design.v

```verilog
module DFC(clk, reset, datain, cmd, cmd_valid, dataout, output_valid, busy);
input           clk;
input           reset;
input   [7:0]   datain;
input   [1:0]   cmd;
input           cmd_valid;
output  [8:0]   dataout;
output          output_valid;
output          busy;
parameter IDLE      = 3'd0;
parameter LOAD_DATA = 3'd1;
parameter OUT       = 3'd2;
parameter FIFO      = 3'd3;
parameter LIFO      = 3'd4;
reg [1:0] cmd_r;
reg cmd_valid_r;
reg [7:0] datain_r;
reg [8:0] dataout_r [0:3];
reg busy_r, busy_w;
reg output_valid_r, output_valid_w;
reg [7:0] data_buf [0:7];
reg [7:0] nxt_data_buf [0:7];
reg [3:0] idx_r, idx_w;
reg [2:0] state, nxt_state;
reg [8:0] dataOutput;
wire [8:0] dataout_w [0:3];
integer i;
assign dataout 		= dataOutput;
assign busy 		= busy_w;
assign output_valid = output_valid_r;
ALU A1	(.out(dataout_w[0]), .mode(1'b1), .in_a(data_buf[7]), .in_b(data_buf[3]));       
ALU A2  (.out(dataout_w[1]), .mode(1'b1), .in_a(data_buf[6]), .in_b(data_buf[2]));       
ALU A3  (.out(dataout_w[2]), .mode(1'b1), .in_a(data_buf[5]), .in_b(data_buf[1]));       
ALU A4  (.out(dataout_w[3]), .mode(1'b1), .in_a(data_buf[4]), .in_b(data_buf[0]));       
always@(*) begin  
	for(i = 0; i < 8; i = i + 1) begin
		nxt_data_buf[i] = data_buf[i];
	end
	busy_w 			= busy_r;
	output_valid_w 	= output_valid_r;
	idx_w 			= idx_r;
	nxt_state 		= state;
	dataOutput 		= dataout_r[0];
	case (state)
        IDLE: begin
			busy_w 			= 1'b0;
			output_valid_w 	= 1'b0;
			if(cmd_valid_r) begin
				if(cmd_r == 2'b00) begin
					nxt_state 	= LOAD_DATA;
					idx_w		= 4'd0;
				end
				else if(cmd_r == 2'b01) begin
					nxt_state 	= FIFO;
					idx_w		= 4'd0;
					output_valid_w = 1'b1;
				end
				else if(cmd_r == 2'b10) begin
					nxt_state 	= LIFO;
					idx_w		= 4'd3;
					output_valid_w = 1'b1;
				end
				else begin
					nxt_state 	= IDLE;
					idx_w		= 4'd0;
				end
				busy_w 		= 1'b1;
			end
        end
        LOAD_DATA: begin
			nxt_data_buf[0] = datain_r;
			for(i = 1 ; i < 8; i = i + 1)
				nxt_data_buf[i] = data_buf[i - 1];
			idx_w = idx_r + 1;
			if(idx_r == 7) begin
				nxt_state 	= OUT;
			end
        end
		OUT: begin
			busy_w 		= 1'b0;
            if(cmd_valid_r) begin
				nxt_state 	= cmd_r == 2'b01 ? FIFO : LIFO;
				idx_w 		= cmd_r == 2'b01 ? 4'd0 : 4'd3;
				busy_w 		= 1'b1;
				output_valid_w = 1'b1;
			end
        end
        FIFO: begin
			dataOutput 	= dataout_r[idx_r];
			idx_w 		= idx_r + 1;
			if(idx_r == 3) begin
				nxt_state 	= IDLE;
				output_valid_w = 1'b0;
			end
        end
        LIFO: begin
			dataOutput 	= dataout_r[idx_r];
			idx_w 		= idx_r - 1;
			if(idx_r == 0) begin
				nxt_state 	= IDLE;
				output_valid_w = 1'b0;
			end
        end
	endcase
end
always @(posedge clk or posedge reset) begin  
	if (reset) begin
		for(i=0;i<8;i=i+1)
			data_buf[i] <= 8'd0;
		for(i = 0; i < 4; i = i + 1)
			dataout_r[i] <= 9'd0;
		cmd_r 			<= 2'd0;
		cmd_valid_r 	<= 1'b0;
		datain_r		<= 8'd0;
		busy_r 			<= 1'b0;
		output_valid_r 	<= 1'b0;
		idx_r 			<= 4'd0;
		state 			<= IDLE;
	end
	else begin
		for(i=0;i<8;i=i+1)
			data_buf[i] <= nxt_data_buf[i];
		for(i = 0; i < 4; i = i + 1)
			dataout_r[i] <= dataout_w[i];
		cmd_r 			<= cmd;
		cmd_valid_r 	<= cmd_valid;
		datain_r		<= datain;
		busy_r 			<= busy_w;
		output_valid_r 	<= output_valid_w;
		idx_r 			<= idx_w;
		state 			<= nxt_state;
	end
end
endmodule
module ALU ( out , mode , in_a , in_b  );
input mode;
input  [7:0] in_a , in_b;
output [8:0] out;
assign out = mode ? $signed({in_a[7], in_a}) + $signed({in_b[7], in_b}) : 
                    {in_a[7], in_a} + {in_b[7], in_b};
endmodule
```

==> qor.yml <==
outcome:
  outcome: "complete, no violations"
timing:
  setup_viol: 0
  worst_pin_slew_ns: 0.6812
  setup_ws_ns: 0.3812
  relSlewSlack_pct: 54.42
  rsz0062_at_grt: "false"
  slew_viol_final: 0
  fin_crit_sh_pct: 88.79
  setup-tns-final_ns: 0
  fin_crit_ns: 3.019
  finalHoldViolations: 0
  fmax_mhz: 331.3
  skew_ns: 0.003995
place:
  hpwl_um: 7215
  gp_congestion: 0.8452
  port_buffers: 23
  dp_slack_ns: 0.7815
  placed_area_mm2: 0.006216
clock_network:
  cts.sinks: 122
  cts_hold_buf: 0
  tritoncts: "yes"
  clk_pin_slew_ns: 0.05
  cts-root-buf: "clkbuf_16"
  cts_max_path_buffers: 2
  post_cts_buffers: 0
  clk-insertion-delay-late_ns: 0.41
  cts_resized: 0
  htreeDepth: 4
  numCtsBuffers: 17
routing:
  antenna_left: 0
  vias: 3516
  drt_wl_total_um: 10420
  n_antenna_cell: 0
  wl_per_cell_um: 14.25
  first_iter_violations: 124
  vias_per_cell: 4.810
  firstDrtPassIters: 4
  drc: 0
grt:
  grt_pass1_wl_um: 18370
  grt_antenna_before_repair: 0
  grt_max_degree: 123
  first_global_vias: 3567
  gr-usage-all-layers_pct: 11.94
  grt_overflow: 0
setup_path:
  startpoint: "idx_r[1]$_DFFE_PP0P_"
  cp_cell_sequence: "nor2_1 > a21oi_1 > o21ai_0 > clkdlybuf4s50_1"
  crit_path_start_kind: "flop"
  crit_buf_inv: 1
  critical_path_required_ns: 2.72
  crit_fanout: 9
  slowest_delay_ns: 0.57
  slowest_stage: "nor2_1"
  path_class: "flop to primary output"
  crit_family: "simple AND/OR/NAND/NOR gates"
  arrival_ns: 2.34
  cp-end-kind: "primary output"
  reg2reg_from: "data_buf[2][0]$_DFFE_PP0P_"
floorplanning:
  die_width_um: 140.0
  rows: 50
  dieArea_mm2: 0.01959
  fp.dieH_um: 140.0
  design.core.area_mm2: 0.01871
  fp_util_pct: 30.53
  io_pins: 24
power_and_ir_drop:
  ir_drop_mv: 0.2645
  leakagePower_uw: 0.003351
  powerDensity_mw_per_mm2: 497.3
logic_synthesis:
  ys_cells: 451
  ys_ff: 122
  mappedNetlistArea_mm2: 0.005710
  yosysWarnings: 7
  synth_seq_share_pct: 53.48
  synth_cell_types: 45
  synth_async_sr_flop_share_pct: 100.0
  synth_chip_area_mm2: 0.005710
  synth-edff-count: 0
  ff_type: "dfrtp_1"
  synth.avg_cell_area_um2: 12.66
  syn_inst: 451
job:
  warning_count: 30
  drv_cap: 0
finish:
  postLayoutCellArea_mm2: 0.006844
  layout_top_cell: "dfrtp_1"
  areaGrowthSynthToFinish_pct: 19.85
  layout-drive-gt1-share_pct: 21.73
  final_cell_mix: "120 x dfrtp_1, 65 x mux2_2, 38 x ha_1"
worst_hold_path:
  hp-start: "datain_r[7]$_DFF_PP0_"
  hold_class: "flop to flop"
[routing by layer]
layer  GRT usage (%)  wire length, um
met1           19.03             5186
met3           3.762              605
met4           2.082              191
met2           16.53             4433
met5               0                0
[layout make-up]
cell class | count | area, um2
timing repair buffer | 27 | 272.8
clock inverter | 8 | 140.1
multi-input combinational | 302 | 2535
fill | 1739 | 11860
tap | 234 | 292.8
inverter | 15 | 60.06
clock buffer | 23 | 488.0
sequential | 122 | 3055
[final timing paths]
check,to,slack (ns),depth (start not counted)
setup / recovery,dataout[0],0.38,4
hold / removal,data_buf[0][7]$_DFFE_PP0P_,0.47,1
setup reg to reg,dataout_r[1][6]$_DFF_PP0_,1.38,6
hold reg to reg,data_buf[0][7]$_DFFE_PP0P_,0.47,1
max in group asynchronous,datain_r[6]$_DFF_PP0_,2.10,3
min in group asynchronous,data_buf[7][0]$_DFFE_PP0P_,0.79,3
[power breakdown]
part	switching, uW	leakage [uW]	total, uW	internal, uW
sequential	3.00	0.00167	1460	1460
clock	594	0.000313	1890	1290
combinational	33.3	0.00136	51.5	18.2
[metrics by stage]
| stage | hold slack, ns | total power, uW | cells | utilization [%] |
|---|---|---|---|---|
| 2_1_floorplan | 0.4226 | 1515 | 451 | - |
| 3_3_place_gp | 0.4581 | 1541 | 700 | 33.23 |
| 3_5_place_dp | 0.4619 | 1542 | 700 | 33.23 |
| 4_1_cts | 0.4726 | 3449 | 731 | 36.59 |
| 5_1_grt | 0.4843 | 3531 | 731 | 36.59 |
| 6_report | 0.4710 | 3404 | 731 | 36.59 |
[sequential cells by signal, summed over array words and instances, names as in the netlist]
| register | flops |
|---|---|
| cmd_valid_r | 1 |
| cmd_r | 2 |
| busy_r | 1 |
| data_buf | 64 |
| idx_r | 4 |
| output_valid_r | 1 |
| datain_r | 8 |
| state | 5 |
| dataout_r | 36 |
[logic make-up (layout without fill, tap and decap cells)]
logic type | count (synthesis) | count (layout) | synth area share [%]
AND-OR/OR-AND | 105 | 105 | 11.77
adder cells (fa/ha/maj) | 43 | 43 | 10.08
XOR/XNOR | 21 | 21 | 3.221
buffers and inverters | 27 | 73 | 2.125
multiplexers | 75 | 75 | 14.57
AND/OR/NAND/NOR | 58 | 58 | 4.755
flip-flops | 122 | 122 | 53.48
[Yosys cell counts (5+ instances only)]
master,number,area [um2]
fa_1,5,100.1
a21o_1,8,60.06
nand2_1,19,71.32
inv_1,14,52.55
o21ai_0,25,125.1
xnor2_1,12,105.1
nor2_1,19,71.32
ha_1,38,475.5
a211oi_1,10,75.07
o22ai_1,5,31.28
mux2i_1,10,100.1
dfrtp_1,121,3028
a21oi_1,31,155.2
mux2_2,65,732.0
o211ai_1,5,37.54
xor2_1,9,78.83
nand3_1,7,35.03
buf_2,9,45.04
[worst reg2reg max path: cells and delay by family (launching register included)]
kind | cells | cell delay [ns]
flip-flops | 1 | 0.39
adder cells (fa/ha/maj) | 2 | 0.75
AND-OR/OR-AND | 3 | 0.69
AND/OR/NAND/NOR | 1 | 0.06
No activity file was given, so power comes from the tool's default toggle rates.

### run.sh
#!/bin/bash
# OpenROAD 26Q1-2900-gdf79404cd8, Yosys 0.63+post, stock flow scripts
make -C /OpenROAD-flow-scripts/flow DESIGN_CONFIG=/design/flow/config.mk WORK_HOME=/design/flow/orfs finish
### config.mk
export PLATFORM = sky130hd
export DESIGN_NAME = Icache
export DESIGN_NICKNAME = Icache
export VERILOG_FILES = /design/flow/design.v
export SDC_FILE = /design/flow/constraint.sdc
export NUM_CORES = 4
export LEC_CHECK = 1
export CORE_UTILIZATION = 40
### constraint.sdc
current_design Icache

set clk_period 39.0
set clk_io_pct 0.2

create_clock -name clk0 -period $clk_period [get_ports {clk}]

set non_clock_inputs [all_inputs -no_clocks]
set_input_delay [expr $clk_period * $clk_io_pct] -clock clk0 $non_clock_inputs
set_output_delay [expr $clk_period * $clk_io_pct] -clock clk0 [all_outputs]
### design.v
module Icache(
    clk,
    proc_reset,
    proc_read,
    proc_write,
    proc_addr,
    proc_rdata,
    proc_wdata,
    proc_stall,
    mem_read,
    mem_write,
    mem_addr,
    mem_rdata,
    mem_wdata,
    mem_ready
);
    input          clk;
    input          proc_reset;
    input          proc_read, proc_write;
    input   [29:0] proc_addr;
    input   [31:0] proc_wdata;
    output         proc_stall;
    output  [31:0] proc_rdata;
    input  [127:0] mem_rdata;
    input          mem_ready;
    output         mem_read, mem_write;
    output  [27:0] mem_addr;
    output [127:0] mem_wdata;
    parameter blockSize     = 4 * 32;
    parameter tagSize       = 6;
    parameter validSize     = 1;
    parameter set           = 4;
    parameter way           = 2;
    parameter S_IDLE        = 1'b0;
    parameter S_ALLOCATE    = 1'b1;
    reg state_r, state_w;
    reg [blockSize * way - 1 : 0] store_r [0 : set - 1];
    reg [blockSize * way - 1 : 0] store_w [0 : set - 1];
    reg [way - 1 : 0] valid_r [0 : set - 1];
    reg [way - 1 : 0] valid_w [0 : set - 1];
    reg [way - 1 : 0] used_r [0 : set - 1];
    reg [way - 1 : 0] used_w [0 : set - 1];
    reg [tagSize * way - 1 : 0]  tag_r [0 : set - 1];
    reg [tagSize * way - 1 : 0]  tag_w [0 : set - 1];
    reg         mem_read_r, mem_read_w;
    reg [27:0]  mem_addr_r, mem_addr_w;
    reg [31:0]  proc_rdata_r, proc_rdata_w;
    reg         proc_stall_r, proc_stall_w; 
    integer i;
    reg [5:0]  tag_field;
    reg [1:0]   block_id;
    reg [1:0]   block_offset;
    reg         hit_index;
    reg         hit0, hit1;
    reg         hit;
    reg mem_ready_buf;
    assign mem_read     = mem_read_w;
    assign mem_write    = 1'b0;
    assign mem_addr     = {20'd0, mem_addr_w[7:0]};
    assign proc_stall   = proc_stall_w;
    assign proc_rdata   = proc_rdata_w;  
always @(*) begin
    tag_field       = {20'd0, proc_addr[9:4]};
    block_id        = proc_addr[3:2];
    block_offset    = proc_addr[1:0];
    hit0            = valid_r[block_id][0] & (tag_r[block_id][5:0] == tag_field);
    hit1            = valid_r[block_id][1] & (tag_r[block_id][11:6] == tag_field);
    hit             = hit0 | hit1;
    hit_index       = hit0 ? 1'b0 : 1'b1;
    proc_rdata_w    = proc_rdata_r;
    for(i = 0; i < set; i = i + 1) begin
        store_w[i] = store_r[i];
        used_w[i] = used_r[i];
    end
    case (state_r)
        S_IDLE: begin
            if(proc_read) begin
                if(hit) begin  
                    if(hit_index == 1'b0) begin
                        used_w[block_id][0] = 1'b1;
                        used_w[block_id][1] = 1'b0;
                    end
                    else begin
                        used_w[block_id][0] = 1'b0;
                        used_w[block_id][1] = 1'b1;
                    end
                    case(block_offset)
                    2'd0 : proc_rdata_w = store_r[block_id][31 + blockSize * hit_index -: 32];
                    2'd1 : proc_rdata_w = store_r[block_id][63 + blockSize * hit_index -: 32];
                    2'd2 : proc_rdata_w = store_r[block_id][95 + blockSize * hit_index -: 32];
                    2'd3 : proc_rdata_w = store_r[block_id][127 + blockSize * hit_index -: 32];
                    default : proc_rdata_w    = proc_rdata_r;
                    endcase
                end
            end
        end
        S_ALLOCATE: begin
            if(mem_ready_buf) begin
                if(proc_read) begin  
                    if(used_r[block_id][0]) begin
                        store_w[block_id][2 * blockSize - 1 -: 128]   = mem_rdata;
                        used_w[block_id][0] = 1'b0;
                        used_w[block_id][1] = 1'b1;
                    end
                    else begin
                        store_w[block_id][blockSize - 1 -: 128]   = mem_rdata;
                        used_w[block_id][0] = 1'b1;
                        used_w[block_id][1] = 1'b0;
                    end
                    case(block_offset)
                    2'd0 : proc_rdata_w        = mem_rdata[31:0];
                    2'd1 : proc_rdata_w        = mem_rdata[63:32];
                    2'd2 : proc_rdata_w        = mem_rdata[95:64];
                    2'd3 : proc_rdata_w        = mem_rdata[127:96];
                    default : proc_rdata_w    = proc_rdata_r;
                    endcase
                end
            end
        end
    endcase
end
always @(*) begin
    for(i = 0; i < set; i = i + 1) begin
        valid_w[i] = valid_r[i];
        tag_w[i] = tag_r[i];
    end
    case (state_r)
        S_ALLOCATE: begin
            if(mem_ready_buf) begin
                if(used_r[block_id][0]) begin
                    valid_w[block_id][1]   = 1'b1;
                    tag_w[block_id][11:6] = tag_field;  
                end
                else begin
                    valid_w[block_id][0]   = 1'b1;
                    tag_w[block_id][5:0] = tag_field;
                end
            end
        end
    endcase
end
always @(*) begin
    mem_read_w          = mem_read_r;
    mem_addr_w          = mem_addr_r;    
    case (state_r)
        S_IDLE: begin
            if(proc_read && !hit) begin
                mem_read_w          = 1'b1;
                mem_addr_w          = {20'd0, proc_addr[9:2]};
            end
            else begin
                mem_read_w          = 1'b0;
                mem_addr_w          = {20'd0, mem_addr_r[7:0]};
            end
        end
        S_ALLOCATE: begin
            if(mem_ready_buf) begin
                mem_read_w          = 1'b0;
                mem_addr_w          = {20'd0, mem_addr_r[7:0]};
            end
            else begin
                mem_read_w          = 1'b1;
                mem_addr_w          = {20'd0, mem_addr_r[7:0]};
            end
        end
    endcase
end
always @(*) begin
    state_w = state_r;
    case (state_r)
        S_IDLE: begin
            if(proc_read && !hit) begin
                state_w     = S_ALLOCATE;
            end
            else begin
                state_w     = S_IDLE;  
            end
        end
        S_ALLOCATE: begin
            if(mem_ready_buf)
                state_w     = S_IDLE;
            else
                state_w     = S_ALLOCATE;
        end
    endcase
end
always @(*) begin
    proc_stall_w = proc_stall_r;
    case (state_r)
        S_IDLE: begin
            if(proc_read && !hit) begin
                proc_stall_w    = 1'b1;
            end
            else begin
                proc_stall_w    = 1'b0;
            end
        end
        S_ALLOCATE: begin
            if(mem_ready_buf)
                proc_stall_w    = 1'b0;
            else
                proc_stall_w    = 1'b1;
        end
    endcase
end
always@( posedge clk ) begin
    if( proc_reset ) begin
        for(i = 0; i < set; i = i + 1) begin
            store_r[i]  <= {way{128'd0}};
            tag_r[i]    <= {way{6'd0}};
            valid_r[i]  <= {way{1'b0}};
            used_r[i]   <= {way{1'b0}};
        end
        state_r         <= S_IDLE;
        mem_read_r      <= 1'b0;
        mem_addr_r      <= 28'd0;
        proc_rdata_r    <= 32'd0;
        proc_stall_r    <= 1'b0;
        mem_ready_buf   <= 1'b0;
    end
    else begin
        for(i = 0; i < set; i = i + 1) begin
            store_r[i]  <= store_w[i];
            tag_r[i]    <= tag_w[i];
            valid_r[i]  <= valid_w[i];
            used_r[i]   <= used_w[i];
        end
        state_r         <= state_w;
        mem_read_r      <= mem_read_w;
        mem_addr_r      <= mem_addr_w;
        proc_rdata_r    <= proc_rdata_w;
        proc_stall_r    <= proc_stall_w;
        mem_ready_buf   <= mem_ready;
    end
end
endmodule
==> changes_impl.md <==
## Implementation

* Outcome: complete, no violations
* Critical path capture point type: primary output
* Worst setup margin at around 19 ns
* Rel. slew slack at 0.396
* Highest cell delay on the worst timing path at 0.66 ns
* CP cell instances: buf_8 > buf_12 > buf_12 > buf_4 > mux4_2 > mux4_2 > and4_1 > o31ai_1 > o21ai_0 > clkdlybuf4s50_1
* Vias at around 41,000
* Max-cap violations at 0
* Cells after Synth at 5,854
* WL per Instance at roughly 23 um
* Largest net degree at the start of global routing at 108
* Fp util at 0.405
* Seq cells post-synth at approximately 1,100
* CP arrival at ~13 ns
* Peak supply drop at between 30 and 40 uV
* CTS Root Buffer Type: clkbuf_16
* Total Routing Usage GR at 0.280
* CTS Buffer Depth at 3
* CORE AREA at about 120,000 um^2
* OpenROAD warning count at about 83
* Final count of hold timing violations at 0
* Synth unique cells at 53
* Setup TNS at 0 ns
* Worst-case reg-to-reg path depth at 9
* Worst-Margin Slew at 0.906 ns
* Largest area contributor in the netlist: dfxtp_1
* Yosys cell count at just under 6,000
* Vias per cell at around 5.6
* CP Launch Type: primary input
* Area delta synth->final at 11.3%
* Number of cells on the worst hold path at 2
* Register clock-pin slew on the reported worst setup and hold paths at 0.06 ns
* H-tree depth at 3
* First-pass GRT wire length at roughly 260,000 um
* CTS tree: done
* Dpl cells at roughly 7,200
* Power, Total at about 2.5 mW
* Critical Path RT at between 30 and 40 ns
* RePlAce Congestion at 0.852
* Top cells by area: dfxtp_1, nand2_1, mux4_2
* Post-DP HPWL at just under 100,000 um
* Cell row count at around 130
* FFs w/ async S/R, synth at 0
* Vias in the first global route at just under 40,000
* PortBufs at 183
* Worst Skew at 0.0287 ns
* Post-CTS Resized at 0
* Cell area after synthesis at 50,400 um^2
* Flip-flops with a built-in enable at 0
* Die Width at 357 um
* DRC viols at 0
* RSZ-0062 raised after global routing: false
* Yosys stat area at approximately 50,000 um^2
* Top_reg_cell synth: dfxtp_1
* Chip area at 128,000 um^2
* Total gr overflow at 0
* Iteration-0 DRC Markers at 3,324
* Register share after synthesis at 0.447
* Fin. max-slew vios at 0
* Clk Latency, worst-skew pair at between 0.7 and 0.8 ns
* Drt total wl at around 170,000 um
* Yosys warns at 137
* Non-filler cells, final at ~7,400
* Avg Cell Area, Syn at 8.62 um^2
* Hold_buf cts at 0
* Pre-antenna DRT Iters at 8
* Crit path time final at slightly above 20 ns
* Setup Fix Bufs, Post-CTS at 0
* Pre-CTS setup slack at 18.64 ns
* Ports at 386
* Max-area cell share at 0.447
* Period utilization at 0.522
* FMAX at ~0.049 GHz
* Pleak at 18.0 nW
* Die height at ~360 um
* Routed Antenna Nets at 0
* Critical path class: in -> out
* Cell area power density at ~44 nW/um^2
* Initial antenna violation count at around 62
* CP Max Fanout at roughly 74
* Worst path slowest cell: buf_4
* Layout cells sized above 1 at 0.119
* Count of final setup violators at 0
* TritonCTS Sinks at roughly 1,100
* Worst hold path class: reg -> reg
* TritonCTS buffer count at ~110
-- stage by stage --
| step | area [um^2] | hold slack [ns] | util |
|---|---|---|---|
| detailed placement | 52200 | 0.443 | 0.420 |
| global route | 56100 | 0.466 | 0.451 |
| finish | 56100 | 0.452 | 0.451 |
| CTS | 56100 | 0.452 | 0.451 |
| global placement | 52200 | 0.438 | 0.420 |
| floorplan | 51000 | 0.431 | - |
-- Yosys cell counts (all sizes together) (8+ instances only) --
cell type	number
a2111oi	11
a211oi	12
a21oi	1045
a221o	11
a32o	20
and2	9
and4	11
buf	281
clkbuf	478
dfxtp	1126
inv	39
mux2	10
mux2i	51
mux4	356
nand2	2138
nand3	8
nor2	82
nor3	19
nor4	9
o211ai	24
o21ai	19
o2bb2ai	22
o31ai	12
xnor2	12
-- power by group --
group	internal, mW	switching, mW
combinational	0.0583	0.102
sequential	1.16	0.00381
clock	0.647	0.485
total	1.86	0.591
-- per-layer routing --
metal  vias to the layer above  track usage  share of wire
li1                      19100            -              -
met1                     20100        0.386           0.40
met5                         -      0.00148         0.0018
met3                       346        0.123           0.12
met2                      1775        0.413           0.46
met4                        50       0.0748          0.026
-- area by class of cell --
type,instances,area [um^2]
clock inverter,40,448
sequential,1126,22500
antenna,18,45.0
timing repair buffer,278,2690
multi-input combinational,4078,24800
fill,11700,68300
tap,1637,2050
clock buffer,173,3430
inverter,39,149
-- final timing paths --
kind	start	end	slack (ns)
max	proc_addr[2]	proc_rdata[5]	18.65
min	store_r[3][101]	store_r[3][101]	0.45
max reg2reg	state_r	store_r[2][219]	34.96
min reg2reg	store_r[3][101]	store_r[3][101]	0.45
-- cell families after synthesis --
kind of cell,synth area share
simple gates,0.176
compound gates,0.128
flops,0.447
buf+inv,0.0758
mux,0.171
xor+xnor,0.00243
other cells,0.0000743
-- cells in the final DEF, fill, tap and decap left out, types with 7 or more instances in the layout --
cell / Yosys / layout
a2111oi_0: 11 / 11
a211oi_1: 12 / 10
a21oi_1: 1045 / 1045
a221o_1: 11 / 11
a32o_1: 20 / 20
and2_1: 9 / 8
and4_1: 11 / 11
buf_12: 0 / 11
buf_4: 170 / 85
clkbuf_1: 478 / 25
clkbuf_16: 0 / 115
clkbuf_8: 0 / 33
clkdlybuf4s50_1: 0 / 177
clkinv_2: 0 / 25
conb_1: 1 / 149
dfxtp_1: 1126 / 1125
diode_2: 0 / 18
inv_1: 38 / 38
mux2_2: 10 / 10
mux2i_1: 51 / 51
mux4_2: 356 / 356
nand2_1: 2138 / 2135
nor2_1: 82 / 75
nor2_4: 0 / 7
nor2b_1: 7 / 7
nor3_1: 18 / 17
nor4_1: 9 / 9
o211ai_1: 22 / 22
o21ai_0: 17 / 17
o2bb2ai_1: 22 / 22
o31ai_1: 12 / 12
xnor2_1: 12 / 12
-- worst max-delay path: cells and delay by family --
family	cells	cell delay (ns)
multiplexers	2	1.06
buffers and inverters	5	2.63
AND/OR/NAND/NOR	1	0.21
AND-OR/OR-AND	2	0.63
-- flip-flops by register name, indices dropped and copies added, names as in the netlist, named ones only --
signal         flops
proc_rdata_r      32
valid_r            8
tag_r             48
mem_addr_r         8
store_r         1024
state_r            1
mem_ready_buf      1
Power and IR drop assume default switching activity.

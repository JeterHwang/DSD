==> flow/design.v <==
module cache(
    clk,
    proc_reset,
    proc_read,
    proc_write,
    proc_addr,
    proc_rdata,
    proc_wdata,
    proc_stall,
    mem_read,
    mem_write,
    mem_addr,
    mem_rdata,
    mem_wdata,
    mem_ready
);
    input          clk;
    input          proc_reset;
    input          proc_read, proc_write;
    input   [29:0] proc_addr;
    input   [31:0] proc_wdata;
    output         proc_stall;
    output  [31:0] proc_rdata;
    input  [127:0] mem_rdata;
    input          mem_ready;
    output         mem_read, mem_write;
    output  [27:0] mem_addr;
    output [127:0] mem_wdata;
    parameter blockSize     = 4 * 32;
    parameter blockNum      = 8;
    parameter S_IDLE        = 2'd0;
    parameter S_ALLOCATE    = 2'd1;
    parameter S_WRITE       = 2'd2;
    reg [1:0] state_r, state_w;
    reg [blockSize - 1 : 0] store_r [0 : blockNum - 1];
    reg [blockSize - 1 : 0] store_w [0 : blockNum - 1];
    reg dirty_r [0 : blockNum - 1];
    reg dirty_w [0 : blockNum - 1];
    reg valid_r [0 : blockNum - 1];
    reg valid_w [0 : blockNum - 1];
    reg [24:0]  tag_r [0 : blockNum - 1];
    reg [24:0]  tag_w [0 : blockNum - 1];
    reg         mem_read_r, mem_read_w;
    reg         mem_write_r, mem_write_w;
    reg [27:0]  mem_addr_r, mem_addr_w;
    reg [127:0] mem_wdata_r, mem_wdata_w;
    reg [31:0]  proc_rdata_r, proc_rdata_w;
    reg         proc_stall_r, proc_stall_w; 
    integer i;
    reg [24:0]  tag_field;
    reg [2:0]   block_id;
    reg [1:0]   block_offset;
    reg         valid;
    reg         hit;
    reg         dirty;
    reg mem_ready_buf;
    assign mem_read     = mem_read_w;
    assign mem_write    = mem_write_w;
    assign mem_addr     = mem_addr_w;
    assign mem_wdata    = mem_wdata_w;
    assign proc_stall   = proc_stall_w;
    assign proc_rdata   = proc_rdata_w;
always @(*) begin
    tag_field       = proc_addr[29:5];
    block_id        = proc_addr[4:2];
    block_offset    = proc_addr[1:0];
    hit             = valid_r[block_id] & (tag_r[block_id] == tag_field);
    valid           = valid_r[block_id];
    dirty           = dirty_r[block_id];
    proc_rdata_w    = proc_rdata_r;
    for(i = 0; i < blockNum; i = i + 1)
        store_w[i] = store_r[i];
    case (state_r)
        S_IDLE: begin
            if(proc_read) begin
                if(hit) begin  
                    if(block_offset == 2'd0)
                        proc_rdata_w = store_r[block_id][31:0];
                    else if(block_offset == 2'd1)
                        proc_rdata_w = store_r[block_id][63:32];
                    else if(block_offset == 2'd2)
                        proc_rdata_w = store_r[block_id][95:64];
                    else
                        proc_rdata_w = store_r[block_id][127:96];
                end
            end
            else if(proc_write) begin
                if(hit) begin  
                    if(block_offset == 2'd0)
                        store_w[block_id][31:0] = proc_wdata;
                    else if(block_offset == 2'd1)
                        store_w[block_id][63:32] = proc_wdata;
                    else if(block_offset == 2'd2)
                        store_w[block_id][95:64] = proc_wdata;
                    else
                        store_w[block_id][127:96] = proc_wdata;
                end
            end
        end
        S_ALLOCATE: begin
            if(mem_ready_buf) begin
                if(proc_read) begin  
                    store_w[block_id]   = mem_rdata;
                    if(block_offset == 2'd0)
                        proc_rdata_w        = mem_rdata[31:0];
                    else if(block_offset == 2'd1)
                        proc_rdata_w        = mem_rdata[63:32];
                    else if(block_offset == 2'd2)
                        proc_rdata_w        = mem_rdata[95:64];
                    else
                        proc_rdata_w        = mem_rdata[127:96];
                end
                else begin  
                    if(block_offset == 2'd0) begin
                        store_w[block_id][31:0]     = proc_wdata;
                        store_w[block_id][127:32]   = mem_rdata[127:32];
                    end
                    else if(block_offset == 2'd1) begin
                        store_w[block_id][63:32]    = proc_wdata;
                        store_w[block_id][31:0]     = mem_rdata[31:0];
                        store_w[block_id][127:64]   = mem_rdata[127:64];
                    end
                    else if(block_offset == 2'd2) begin
                        store_w[block_id][95:64]    = proc_wdata;
                        store_w[block_id][63:0]     = mem_rdata[63:0];
                        store_w[block_id][127:96]   = mem_rdata[127:96];
                    end                        
                    else begin
                        store_w[block_id][127:96]   = proc_wdata;
                        store_w[block_id][95:0]     = mem_rdata[95:0];
                    end
                end
            end
        end
    endcase
end
always @(*) begin
    for(i = 0; i < blockNum; i = i + 1) begin
        valid_w[i] = valid_r[i];
        dirty_w[i] = dirty_r[i];
        tag_w[i] = tag_r[i];
    end
    case (state_r)
        S_IDLE: begin
            if(proc_write && hit)
                dirty_w[block_id]   = 1'b1;
            if((proc_read || proc_write) && !hit)  
                valid_w[block_id]   = 1'b0;  
        end
        S_ALLOCATE: begin
            if(mem_ready_buf) begin
                valid_w[block_id]   = 1'b1;
                tag_w[block_id]     = tag_field;
                if(proc_read)
                    dirty_w[block_id]   = 1'b0;
                else
                    dirty_w[block_id]   = 1'b1;
            end
        end
    endcase
end
always @(*) begin
    mem_write_w         = mem_write_r;
    mem_wdata_w         = mem_wdata_r;
    mem_read_w          = mem_read_r;
    mem_addr_w          = mem_addr_r;
    case (state_r)
        S_IDLE: begin
            if((proc_read || proc_write) && !hit) begin
                if(dirty) begin
                    mem_write_w         = 1'b1;
                    mem_wdata_w         = store_r[block_id];
                    mem_read_w          = 1'b0;
                    mem_addr_w          = {tag_r[block_id], block_id};
                end
                else begin
                    mem_write_w         = 1'b0;
                    mem_wdata_w         = mem_wdata_r;
                    mem_read_w          = 1'b1;
                    mem_addr_w          = proc_addr[29:2];    
                end
            end
            else begin
                mem_write_w         = 1'b0;
                mem_wdata_w         = mem_wdata_r;
                mem_read_w          = 1'b0;
                mem_addr_w          = mem_addr_r;
            end
        end
        S_WRITE: begin
            if(mem_ready_buf) begin
                mem_write_w         = 1'b0;
                mem_wdata_w         = mem_wdata_r;
                mem_read_w          = 1'b1;
                mem_addr_w          = proc_addr[29:2];
            end
            else begin
                mem_write_w         = 1'b1;
                mem_wdata_w         = mem_wdata_r;
                mem_read_w          = 1'b0;
                mem_addr_w          = mem_addr_r;
            end
        end
        S_ALLOCATE: begin
            if(mem_ready_buf) begin
                mem_write_w         = 1'b0;
                mem_wdata_w         = mem_wdata_r;
                mem_read_w          = 1'b0;
                mem_addr_w          = mem_addr_r;
            end
            else begin
                mem_write_w         = 1'b0;
                mem_wdata_w         = mem_wdata_r;
                mem_read_w          = 1'b1;
                mem_addr_w          = mem_addr_r;
            end
        end
    endcase
end
always @(*) begin
    state_w = state_r;
    case (state_r)
        S_IDLE: begin
            if(proc_read || proc_write) begin
                if(hit)  
                    state_w      = S_IDLE;
                else begin
                    if(dirty)   
                        state_w             = S_WRITE;
                    else                    
                        state_w             = S_ALLOCATE;
                end
            end
            else begin
                state_w     = S_IDLE;  
            end
        end
        S_WRITE: begin
            if(mem_ready_buf)
                state_w     = S_ALLOCATE;
            else
                state_w     = S_WRITE;
        end
        S_ALLOCATE: begin
            if(mem_ready_buf)
                state_w     = S_IDLE;
            else
                state_w     = S_ALLOCATE;
        end
    endcase
end
always @(*) begin
    proc_stall_w = proc_stall_r;
    case (state_r)
        S_IDLE: begin
            if(proc_read || proc_write) begin
                if(hit)  
                    proc_stall_w    = 1'b0;
                else 
                    proc_stall_w    = 1'b1;
            end
            else begin
                proc_stall_w    = 1'b0;
            end
        end
        S_WRITE: begin
            proc_stall_w    = 1'b1;
        end
        S_ALLOCATE: begin
            if(mem_ready_buf)
                proc_stall_w    = 1'b0;
            else
                proc_stall_w    = 1'b1;
        end
    endcase
end
always@( posedge clk ) begin
    if( proc_reset ) begin
        for(i = 0; i < blockNum; i = i + 1) begin
            store_r[i]  <= 128'd0;
            tag_r[i]    <= 25'd0;
            valid_r[i]  <= 1'b0;
            dirty_r[i]  <= 1'b0;
        end
        state_r         <= S_IDLE;
        mem_read_r      <= 1'b0;
        mem_write_r     <= 1'b0;
        mem_wdata_r     <= 128'd0;
        mem_addr_r      <= 28'd0;
        proc_rdata_r    <= 32'd0;
        proc_stall_r    <= 1'b0;
        mem_ready_buf   <= 1'b0;
    end
    else begin
        for(i = 0; i < blockNum; i = i + 1) begin
            store_r[i]  <= store_w[i];
            tag_r[i]    <= tag_w[i];
            valid_r[i]  <= valid_w[i];
            dirty_r[i]  <= dirty_w[i];
        end
        state_r         <= state_w;
        mem_read_r      <= mem_read_w;
        mem_write_r     <= mem_write_w;
        mem_wdata_r     <= mem_wdata_w;
        mem_addr_r      <= mem_addr_w;
        proc_rdata_r    <= proc_rdata_w;
        proc_stall_r    <= proc_stall_w;
        mem_ready_buf   <= mem_ready;
    end
end
endmodule
==> flow/run.sh <==
#!/bin/bash
# OpenROAD 26Q1-2900-gdf79404cd8, Yosys 0.63+post, stock flow scripts
make -C /OpenROAD-flow-scripts/flow DESIGN_CONFIG=/design/flow/config.mk WORK_HOME=/design/flow/orfs finish
==> flow/config.mk <==
export PLATFORM = sky130hd
export DESIGN_NAME = cache
export DESIGN_NICKNAME = cache
export VERILOG_FILES = /design/flow/design.v
export SDC_FILE = /design/flow/constraint.sdc
export NUM_CORES = 4
export LEC_CHECK = 1
export CORE_UTILIZATION = 30
==> flow/constraint.sdc <==
current_design cache

set clk_period 74.9
set clk_io_pct 0.2

create_clock -name clk0 -period $clk_period [get_ports {clk}]

set non_clock_inputs [all_inputs -no_clocks]
set_input_delay [expr $clk_period * $clk_io_pct] -clock clk0 $non_clock_inputs
set_output_delay [expr $clk_period * $clk_io_pct] -clock clk0 [all_outputs]
==> impl_metrics.py <==
# Synthesis and PnR figures
metrics = {
    "logic_synthesis": {
        "syn_inst": 10996,
        "xor_area_share_pct": 0.210,
        "ys_ff": 1435,
        "synth_top_flop_cell": "dfxtp_1",
        "logic_family": "AND-OR/OR-AND gates",
        "yosys_cells": 10996,
        "edf_count": 0,
        "ys_sh_mux_pct": 6.47,
        "synth.top_cell.area_share_pct": 36.2,
        "synth.distinct_cells": 73,
        "netlist_area_sq_um": 79300,
        "simple_gate_share_pct": 20.1,
        "ys_seq_share_pct": 36.2,
        "top_cell": "nand2_1",
        "synth_top_cell_by_area": "dfxtp_1",
        "synthAoiAreaFrac_pct": 30.7,
        "ys_area_sq_um": 79300,
        "ys_warn_count": 9,
        "syn_area_per_cell_sq_um": 7.22,
        "ys_sh_adder_pct": 0,
        "async_flop_share_pct": 0,
        "top_cells_by_area": "dfxtp_1 (36%), a21oi_1 (9.7%), nand2_1 (9.1%)",
        "synth.top_cells.by_count": "nand2_1 (1918), a21oi_1 (1534), dfxtp_1 (1435)",
    },
    "floorplanning": {
        "rows": 188,
        "die-width_microns": 516,
        "die-area_sq_um": 267000,
        "core-area_sq_um": 263000,
        "dieHeight_microns": 516,
        "io_pins": 386,
        "core_util_floorplan_pct": 30.2,
    },
    "setup_path": {
        "cp.required_ns": 59.92,
        "crit_path_start_kind": "primary input",
        "cp_max_fo": 81,
        "worstSetupPathType": "primary input to primary output",
        "endpoint_kind": "primary output",
        "cp.arrival_ns": 21.97,
    },
    "detailed_routing": {
        "drt-wirelength-per-cell_microns": 34.5,
        "drtAntennaViolNets": 0,
        "drt_iter0_drc": 15192,
        "dr_total_vias": 97326,
        "drt-total-wl_microns": 499000,
        "viasPerCell": 6.72,
        "first_pass_iters": 10,
        "drc": 0,
    },
    "placed_design": {
        "io_buffer_count": 385,
        "dpl_cell_area_sq_um": 86600,
        "dp_hpwl_microns": 309000,
        "globalplace.congestion": 1.06,
    },
    "sta": {
        "holdWs_ns": 0.451,
        "finalClockSkew_ns": 0.0517,
        "final-max-slew-violation-count": 0,
        "slew_headroom_pct": 18.4,
        "period_needed_ns": 36.95,
        "worstMarginPinSlew_ns": 1.21,
        "max_freq_mhz": 27.1,
        "tns_ns": 0,
        "grt_setup_unrepaired": "false",
        "finalCritPeriodShare_pct": 49.3,
        "hold_viol": 0,
        "setup_viol": 0,
    },
    "cts": {
        "clock_sinks": 1435,
        "cts_resized": 0,
        "numCtsBuffers": 157,
        "cts_hold_buf": 0,
        "htree_num_levels": 4,
        "path_clk_slew_ns": 0.06,
        "postCtsSetupRepairBufs": 0,
        "clock_path_buffers": 3,
        "worstSkewPairLatency_ns": 0.90,
        "tritoncts": "yes",
        "cts_root_buf": "clkbuf_16",
    },
    "global_routing": {
        "grt_max_degree": 129,
        "met3_usage_pct": 26.3,
        "grt_pass1_vias": 87308,
        "grtUsageMet1_pct": 42.1,
        "grt_antenna_before_repair": 92,
        "grt_pass1_wl_microns": 684000,
        "grt_use_met2_pct": 46.2,
        "busiest_layer": "met2",
        "gr-total-overflow": 0,
        "globalRouteTotalUtil_pct": 37.0,
    },
    "hold_path": {
        "hold_path_class": "flop to flop",
    },
    "pwr": {
        "cellLeakagePower_nw": 29.5,
        "total_power_mw": 1.98,
        "p_per_area_nw_per_um2": 21.5,
        "vdd_drop_max_mv": 0.0195,
    },
    "finish": {
        "logic_area_sq_um": 46400,
        "syn_to_final_growth_pct": 16.1,
        "final_cell_area_sq_um": 92100,
        "ff_latch_area_sq_um": 28700,
        "drive_gt1_share_pct": 10.2,
        "nFillCells": 27104,
    },
    "job": {
        "cap_violations": 0,
        "warning_count": 47,
    },
    "run_status": {
        "status": "completed",
    },
}
==> per-stage QoR <==
stage	setup slack, ns	cells	utilization, %
4_1_cts	38.14	14354	34.9
3_3_place_gp	38.23	14068	32.9
3_5_place_dp	38.16	14068	32.9
5_1_grt	37.76	14404	35.0
2_1_floorplan	41.74	10996	-
6_report	37.95	14478	35.0
==> worst max-delay path: stages <==
cell and delay (ns):
buf_8 0.37, buf_12 0.52, buf_4 0.70, and2_1 0.22, buf_4 0.41, a221o_1 0.23, o21ai_0 0.24, a311oi_1 0.35
o2111ai_1 0.21, or3_2 0.48, o211ai_1 0.22, buf_4 0.47, buf_4 0.74, buf_4 0.61, mux2_2 0.41, clkdlybuf4s50_1 0.42
==> final timing paths <==
check / to / cells after the start / from / slack, ns
worst max-delay path: mem_wdata[72] / 16 / proc_addr[2] / 37.95
worst min-delay path: tag_r[1][1] / 2 / tag_r[1][1] / 0.45
worst max register to register: store_r[0][124] / 13 / tag_r[1][11] / 68.73
worst min register to register: tag_r[1][1] / 2 / tag_r[1][1] / 0.45
==> layer usage <==
metal / wire length, microns / vias to the layer above
met4: 48400 / 76
met1: 166000 / 45414
li1: - / 39499
met2: 185000 / 9575
met3: 97600 / 2762
met5: 2600 / -
==> cell usage in the layout, fill, tap and decap left out, drive strengths merged, types with 55 or more instances in the layout <==
master / Yosys / routed
and2: 87 / 87
o21ai: 1137 / 1137
clkdlybuf4s50: 0 / 379
a221o: 62 / 62
a22oi: 115 / 115
mux2: 143 / 143
clkbuf: 989 / 231
buf: 205 / 371
diode: 0 / 124
mux4: 85 / 85
o22ai: 150 / 150
a31oi: 884 / 884
a21oi: 1534 / 1534
nor2: 450 / 450
nand3: 962 / 962
mux2i: 160 / 160
o221ai: 55 / 55
inv: 50 / 58
dfxtp: 1435 / 1435
nand2: 1919 / 1919
==> cell type report <==
| cell class | instances | area share (%) |
|---|---|---|
| flip-flops and latches | 1435 | 31.2 |
| repair buffers | 751 | 7.40 |
| clock inverters | 56 | 0.712 |
| clock buffers | 230 | 4.95 |
| diodes | 124 | 0.337 |
| well taps | 3515 | 4.78 |
| multi-input cells | 8317 | 50.4 |
| inverters | 50 | 0.223 |
==> cell families after synthesis <==
logic type      Yosys count
compound gates         4221
simple gates           3689
flops                  1435
buf+inv                1244
mux                     388
xor+xnor                 19
==> power by group <==
part	leakage, nW	total, mW	internal (mW)	switching (mW)
sequential	11.6	0.776	0.771	0.00514
combinational	15.4	0.375	0.0853	0.290
clock	2.57	0.825	0.458	0.367
==> flip-flops by register name, summed over array words and instances, names as in the netlist, 3 cells and up <==
name,flops
mem_wdata_r,128
state_r,3
tag_r,200
valid_r,8
store_r,1024
dirty_r,8
proc_rdata_r,32
mem_addr_r,28
Power and IR drop assume default switching activity.
